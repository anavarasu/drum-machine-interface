[flow/config.mk]
export PLATFORM = sky130hd
export DESIGN_NAME = user_interface
export DESIGN_NICKNAME = user_interface
export VERILOG_FILES = /design/flow/design.v
export SDC_FILE = /design/flow/constraint.sdc
export NUM_CORES = 4
export LEC_CHECK = 1
export CORE_UTILIZATION = 50
export SYNTH_HDL_FRONTEND = slang
[flow/design.v]
module demux #(
	parameter DATA_WIDTH,
	parameter SEL_WIDTH,  
	parameter OUTPUT_WIDTH
)(
	input logic [DATA_WIDTH-1:0] data_i,
	input logic [SEL_WIDTH-1:0] sel_i,
	output logic [DATA_WIDTH-1:0] data_o [OUTPUT_WIDTH-1:0]
);
	integer i;
	always_comb begin
		for (i = 0; i < OUTPUT_WIDTH; i = i + 1) begin
			if (i == sel_i) begin
				data_o[i] = data_i;
			end else begin
				data_o[i] = '0;
			end
		end
	end
endmodule
module drum_controller#(
	parameter PATTERN_WIDTH = 8,
	parameter COUNT_WIDTH = 4  
)(
	input logic [PATTERN_WIDTH-1:0] pattern_i,
	input logic clk, 
	input logic rst,
	input logic en_i_n,
	input logic [COUNT_WIDTH-1:0] n,
	output logic pattern_o
);
	logic [COUNT_WIDTH-1:0] count;
	n_counter #(
		.WIDTH(COUNT_WIDTH)
	) counter (
		.clk(clk),
		.rst(rst),
		.en_i_n(en_i_n),
		.n(n),
		.count_o(count)
	);
	drum_mux #(
		.n(PATTERN_WIDTH),
		.s(COUNT_WIDTH),
		.m(1)
	) mux (
		.data_i(pattern_i),
		.sel_i(count),
		.data_o(pattern_o)
	);
endmodule
module drum_mux #(
	parameter n,
	parameter s,
	parameter m
)(
	input logic [n-1:0] data_i,
	input logic [s-1:0] sel_i,
	output logic [m-1:0] data_o
);
	always_comb begin
		if (sel_i[0] == 0) begin
			data_o = data_i[sel_i];
		end else begin
			data_o = 0;
		end
	end
endmodule
module n_counter #(
	parameter WIDTH
)(
	input logic clk, 
	input logic rst, 
	input logic en_i_n,
	input logic [WIDTH-1:0] n,
	output logic [WIDTH-1:0] count_o
);
	wire logic rst_w;
	assign rst_w = (count_o == (n-1));
	logic [WIDTH-1:0] out_d, out_q;
  	assign count_o = out_q;
  	always_comb begin
		if (~en_i_n) begin
			if (rst_w) begin
				out_d = '0;
			end else begin
				out_d = out_q + 1;
			end
		end else begin
			out_d = out_q;
		end
  	end
	always_ff @(posedge clk or posedge rst) begin
  		if (rst) begin
    			out_q <= '0;
  		end else begin
    			out_q <= out_d;
  		end
	end
endmodule
module user_interface #(
	parameter PATTERN_WIDTH = 16,
	parameter COUNT_WIDTH = 5,  
	parameter DRUM_COUNT = 5,
	parameter DRUM_COUNT_WIDTH = 3  
)(
	input logic [PATTERN_WIDTH-1:0] pattern_i,
	input logic [DRUM_COUNT_WIDTH-1:0] sel_i,
	input logic clk, 
	input logic rst,
	input logic en_i_n,
	input logic [COUNT_WIDTH-1:0] n,
	output logic pattern_o [0:DRUM_COUNT-1]
);
	wire logic [PATTERN_WIDTH-1:0] demux_o [DRUM_COUNT-1:0];
	drum_controller #(
		.PATTERN_WIDTH(PATTERN_WIDTH),
		.COUNT_WIDTH(COUNT_WIDTH)
	) drum[0:DRUM_COUNT-1] (
		.pattern_i(demux_o),
		.clk(clk),
		.rst(rst),
		.en_i_n(en_i_n),
		.n(n),
		.pattern_o(pattern_o)
	);
	demux #(
		.DATA_WIDTH(PATTERN_WIDTH),
		.SEL_WIDTH(DRUM_COUNT_WIDTH),
		.OUTPUT_WIDTH(DRUM_COUNT)
	) demux (
		.data_i(pattern_i),
		.sel_i(sel_i),
		.data_o(demux_o)
	);
endmodule
[flow/constraint.sdc]
current_design user_interface

set clk_period 3.1
set clk_io_pct 0.2

create_clock -name clk0 -period $clk_period [get_ports {clk}]

set non_clock_inputs [all_inputs -no_clocks]
set_input_delay [expr $clk_period * $clk_io_pct] -clock clk0 $non_clock_inputs
set_output_delay [expr $clk_period * $clk_io_pct] -clock clk0 [all_outputs]
[flow/run.sh]
#!/bin/bash
# OpenROAD 26Q1-2900-gdf79404cd8, Yosys 0.63+post, stock flow scripts
make -C /OpenROAD-flow-scripts/flow DESIGN_CONFIG=/design/flow/config.mk WORK_HOME=/design/flow/orfs finish
==> impl_metrics.tcl <==
# metrics dict for downstream scripts
set metrics [dict create \
    status "complete, no violations" \
    synthSimpleGateAreaFrac 0.136 \
    p_leak_nw 1.19 \
    gp_congestion 0.985 \
    cts_hold_buf 0 \
    core_um2 4820 \
    placed_area_um2 2870 \
    synthArstFlopShare 1.00 \
    design_area_um2 2900 \
    peakVddDrop_mv 0.497 \
    cts_inserted_buffers 3 \
    grt.total_usage 0.265 \
    slew_violations 0 \
    cp.arrival_ns 2.40 \
    cap_violations 0 \
    grt_pass1_vias 2072 \
    rsz0062_at_grt "no" \
    finalClockPeriodUsage 0.975 \
    tool_warnings 26 \
    mux_area_frac 0.251 \
    synth-seq-cells 25 \
    cts.sinks 25 \
    hold_viol_final 0 \
    die_h_um 73.6 \
    area_delta_synth_final_pct 13.2 \
    yosys-top-cells-area "dfrtp_1 24%, mux4_2 15%, xor2_1 9.2%" \
    slew_headroom 0.557 \
    synth.avg_cell_area_um2 11.2 \
    cts_tree "done" \
    grt.overflow.total 0 \
    dpl.hpwl_um 4740 \
    ff_type "dfrtp_1" \
    yosys_warnings 0 \
    clockBufferDepth 2 \
    grt_first_pass_wirelength_um 10200 \
    antennaDiodeCount 0 \
    yosysChipArea_um2 2560 \
    std_cell_rows 25 \
    ant_nets 0 \
    fp_util 0.532 \
    min_path_type "reg -> reg" \
    grt_max_degree 17 \
    crit_type "in -> out" \
    crit_path_max_fanout 5 \
    logic_family "multiplexers" \
    synth-compound-area-share 0.0904 \
    ys_seq_share 0.244 \
    endpoint_kind "output pin" \
    synth-adder-area-share 0.0293 \
    synth-edff-count 0 \
    clk_pin_slew_ns 0.09 \
    via_per_inst 6.14 \
    drc 0 \
    ctsRootBufferMaster "clkbuf_8" \
    tightest_slew_ns 0.659 \
    setup_viol 0 \
    hold_slack_ns 0.577 \
    wl_per_cell_um 19.0 \
    first_pass_iters 4 \
    mi_logic_area_um2 1740 \
    htreeDepth 1 \
    period_needed_ns 3.02 \
    yosysTopAreaCellShare 0.244 \
    nFillCells 420 \
    regArea_um2 632 \
    die_width_um 73.6 \
    setup_tns_ns 0 \
    fmaxAchievable_mhz 331 \
    clk_latency_ns 0.27 \
    largest_register_ffs 25 \
    syn_area_um2 2560 \
    drive_above_1_share 0.294 \
    io_pins 32 \
    synth_cell_types 40 \
    powerDensity_nw_per_um2 834 \
    syn_inst 228 \
    cp.required_ns 2.48 \
    final_core_util 0.602 \
    synth-xor-area-share 0.184 \
    drtIter0Drc 125 \
    start_kind "input pin" \
    die-area_um2 5410 \
    vias 1977 \
    yosys_cells 228 \
    top_area_cell "dfrtp_1" \
    antenna_found_initial 0 \
    io_buffer_count 31 \
    fin_skew_ns 0.00137 \
    routed_wl_um 6110 \
]
==> power breakdown <==
part	switching [W]	internal, W	total [W]
Sequential	0.000359	0.000497	0.000856
Clock	0.000104	0.0000899	0.000194
Combinational	0.000514	0.000856	0.00137
==> cells in the mapped netlist (3+ instances only) <==
library cell	n
mux4_1	8
and4b_1	3
nor2_1	19
inv_1	6
xnor2_1	14
ha_1	6
o211ai_1	4
a31oi_1	10
xor2_1	27
buf_4	5
mux4_2	17
nand3_1	6
nand4_1	5
buf_2	10
clkbuf_1	7
nand2b_1	3
mux2i_1	5
nor2b_1	5
o21ai_0	4
xnor3_1	5
a21oi_1	8
dfrtp_1	25
==> per-stage QoR <==
step / power, W / worst slack (ns) / instances
2_1_floorplan: 0.00187 / 0.627 / 228
3_3_place_gp: 0.00208 / -0.282 / 308
3_5_place_dp: 0.00212 / -0.276 / 308
4_1_cts: 0.00234 / 0.00135 / 312
5_1_grt: 0.00262 / 0.00149 / 322
6_report: 0.00242 / 0.0777 / 322
==> critical path, cell delays in order <==
cell and delay, ns:
clkdlybuf4s15_2 0.23, mux4_1 0.49, mux4_2 0.45, and4b_1 0.21, clkdlybuf4s50_1 0.40
==> metal layers <==
layer,up-vias,GRT usage,part of all wire
met3,6,0.0943,0.075
li1,908,-,-
met5,-,0,0
met1,963,0.397,0.45
met2,100,0.403,0.46
met4,0,0.0427,0.011
==> logic make-up after synthesis <==
family / count (synthesis)
AOI/OAI and AO/OA: 35
xor gates and xnor gates: 46
and+or+nand+nor: 54
muxes: 30
buffers and inverters: 32
adders and majority gates: 6
DFF: 25
==> path summary, 6_finish.rpt <==
kind,slack (ns),cells after the start,start,endpoint
setup / recovery,0.08,5,pattern_i[10],pattern_o[2]
hold / removal,0.58,2,drum[4].counter.count_o[4],drum[4].counter.count_o[4]
setup reg to reg,1.34,5,drum[1].counter.count_o[0],drum[1].counter.count_o[0]
hold reg to reg,0.58,2,drum[4].counter.count_o[4],drum[4].counter.count_o[4]
max in group asynchronous,1.77,3,rst,drum[3].counter.count_o[0]
min in group asynchronous,0.73,2,rst,drum[4].counter.count_o[4]
==> what timing repair did <==
action,in CTS,in global routing
gates resized,33,27
setup buffers,0,10
endpoints found under the setup margin,5,5
==> area by class of cell <==
cell class / instances / share of cell area
multi-input cells: 171 / 0.601
inverters: 6 / 0.00777
well taps: 67 / 0.0289
flip-flops and latches: 25 / 0.218
clock inverters: 1 / 0.00173
clock buffers: 3 / 0.0142
repair buffers: 49 / 0.129
==> layout by cell type (no fill, tap or decap), types with 3 or more instances in the layout <==
cell type	n
dfrtp_2	5
o21ai_0	4
a31oi_1	10
xnor2_1	14
nand3_1	6
nor2_1	19
dfrtp_1	20
ha_1	6
clkbuf_8	3
clkbuf_2	16
mux4_2	24
and4b_1	3
a21oi_1	8
buf_4	16
nand4_1	5
mux2i_1	5
nor2b_1	5
clkdlybuf4s50_1	15
inv_1	6
nand2b_1	3
xor2_1	27
o211ai_1	4
xnor3_1	5
Power is estimated from default activity; no workload was simulated.
